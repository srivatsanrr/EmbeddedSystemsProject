===== /design/flow/design.v =====
module edge_detection (
    input [23:0]colour_i0,
    input [23:0]colour_i1,
    input [23:0]colour_i2,
    input [23:0]colour_i3,
    input [23:0]colour_i4,
    input [23:0]colour_i5,
    input [23:0]colour_i6,
    input [23:0]colour_i7,
    input [23:0]colour_i8,
    output [23:0]colour_out);
    wire[7:0]red0, red1, red2, red3, red4, red5, red6, red7, red8;
    wire[7:0]green0, green1, green2, green3, green4, green5, green6, green7, green8;
    wire[7:0]blue0, blue1, blue2, blue3, blue4, blue5, blue6, blue7, blue8;
    wire[31:0] red_x, blue_x;
    reg[31:0] green_x;
    assign red0 = colour_i0[23:16];
    assign red1 = colour_i1[23:16];
    assign red2 = colour_i2[23:16];
    assign red3 = colour_i3[23:16];
    assign red4 = colour_i4[23:16];
    assign red5 = colour_i5[23:16];
    assign red6 = colour_i6[23:16];
    assign red7 = colour_i7[23:16];
    assign red8 = colour_i8[23:16];
    assign green0 = colour_i0[15:8];
    assign green1 = colour_i1[15:8];
    assign green2 = colour_i2[15:8];
    assign green3 = colour_i3[15:8];
    assign green4 = colour_i4[15:8];
    assign green5 = colour_i5[15:8];
    assign green6 = colour_i6[15:8];
    assign green7 = colour_i7[15:8];
    assign green8 = colour_i8[15:8];
    assign blue0 = colour_i0[7:0];
    assign blue1 = colour_i1[7:0];
    assign blue2 = colour_i2[7:0];
    assign blue3 = colour_i3[7:0];
    assign blue4 = colour_i4[7:0];
    assign blue5 = colour_i5[7:0];
    assign blue6 = colour_i6[7:0];
    assign blue7 = colour_i7[7:0];
    assign blue8 = colour_i8[7:0];
    assign red_x = red0 - red2 +2*red3 -2*red5 + red6 - red8;
    assign blue_x = red0 +2*red1 + red2 - red6 - 2*red7 - red8;
    always@(*)begin
     if(red_x > 1024 & blue_x > 1024)begin
        green_x = -(red_x + blue_x)/2;
    end else if(red_x > 1024 & blue_x < 1024)begin
      green_x = (-red_x  + blue_x)/2;
    end else if(red_x < 1024 & blue_x < 1024)begin
      green_x = (red_x + blue_x)/2;
    end else begin
      green_x = (red_x - blue_x)/2;
    end
    end
    assign colour_out[23:16] = green_x;
    assign colour_out[15:8] = green_x;
    assign colour_out[7:0] = green_x;
endmodule

===== /design/flow/run.sh =====
#!/bin/bash
# OpenROAD 26Q1-2900-gdf79404cd8, Yosys 0.63+post, stock flow scripts
make -C /OpenROAD-flow-scripts/flow DESIGN_CONFIG=/design/flow/config.mk WORK_HOME=/design/flow/orfs finish

===== /design/flow/config.mk =====
export PLATFORM = sky130hd
export DESIGN_NAME = edge_detection
export DESIGN_NICKNAME = edge_detection
export VERILOG_FILES = /design/flow/design.v
export SDC_FILE = /design/flow/constraint.sdc
export NUM_CORES = 4
export LEC_CHECK = 1
export CORE_UTILIZATION = 30

===== /design/flow/constraint.sdc =====
current_design edge_detection

set clk_period 11.0
set clk_io_pct 0.2

create_clock -name clk0 -period $clk_period

set non_clock_inputs [all_inputs -no_clocks]
set_input_delay [expr $clk_period * $clk_io_pct] -clock clk0 $non_clock_inputs
set_output_delay [expr $clk_period * $clk_io_pct] -clock clk0 [all_outputs]

==> results.sh <==
# physical design summary
export IMPL_io_pins=240
export IMPL_grt_start_max_net_pins=11
export IMPL_hpwl_um=13100
export IMPL_post_route_util=0.505
export IMPL_slowest_stage="fa_1"
export IMPL_critPathRequiredTime_ns=8.80
export IMPL_yosysTopAreaCellShare=0.200
export IMPL_grt_overflow_total=0
export IMPL_yosysMostFrequentCell="inv_1"
export IMPL_ys_seq_frac=0
export IMPL_core_area_sq_um=17500
export IMPL_worstPathArrival_ns=8.78
export IMPL_grt_usage=0.176
export IMPL_critPathMaxStageDelay_ns=0.55
export IMPL_cp_max_fo=3
export IMPL_setup_viol=0
export IMPL_num_vias=5842
export IMPL_grt_pass1_wl_um=26300
export IMPL_drt_initial_drc_count=218
export IMPL_final_max_slew_viol_count=0
export IMPL_fillers=1611
export IMPL_rows=48
export IMPL_holdWs_ns=5.55
export IMPL_slew_headroom=0.608
export IMPL_yosysChipArea_sq_um=5450
export IMPL_dp_cells=1192
export IMPL_grt_pass1_vias=5692
export IMPL_via_per_inst=4.75
export IMPL_ant_nets=0
export IMPL_synth_warnings=1
export IMPL_die_height_um=137
export IMPL_rsz0062_at_grt="true"
export IMPL_grt_antenna_before_repair=0
export IMPL_worst_pin_slew_ns=0.584
export IMPL_tns_ns=0
export IMPL_drc=0
export IMPL_fp_util=0.311
export IMPL_layout_cells_non_filler=1230
export IMPL_dr_pass1_iters=4
export IMPL_crit_path_start_kind="input port"
export IMPL_hp_class="input port to output port"
export IMPL_flop_area_sq_um=0
export IMPL_ys_types=72
export IMPL_portBuffers=88
export IMPL_cp_common_cell="buf_4"
export IMPL_dieArea_sq_um=18700
export IMPL_syn_to_final_growth_pct=62.6
export IMPL_cp_end_kind="output port"
export IMPL_min_period_ns=10.98
export IMPL_warnings=204
export IMPL_netlist_area_sq_um=5450
export IMPL_hold_viol=0
export IMPL_path_delay_family="adder cells"
export IMPL_die_width_um=137
export IMPL_combGateArea_sq_um=5500
export IMPL_synthCells=718
export IMPL_wl_per_cell_um=12.7
export IMPL_maxCapViolCount=0
export IMPL_nFlopsAndLatches=0
export IMPL_fmax_mhz=91.1
export IMPL_n_clock_buffer=0
export IMPL_syn_avg_cell_area_sq_um=7.58
export IMPL_n_antenna_cell=0
export IMPL_status="finished, final reports clean"
export IMPL_ys_cells=718
export IMPL_common_cells="inv_1 (142), ha_1 (87), a21oi_1 (47), fa_1 (39), xnor2_1 (37)"
export IMPL_final_period_utilization=0.998
export IMPL_place_congestion=0.929
export IMPL_crit_type="input port to output port"
export IMPL_synthTopCellsByArea="ha_1 (20%), fa_1 (14%), inv_1 (9.8%), xnor2_1 (6.0%), a21oi_1 (4.3%)"
export IMPL_netlist_top_cell_by_area="ha_1"
export IMPL_path_buffers=6
export IMPL_drive_above_1_share=0.377
export IMPL_drt_wl_total_um=15600
==> layer usage <==
| metal | global-route usage | share of wire | vias to the layer above |
|---|---|---|---|
| met5 | 0 | 0 | - |
| met2 | 0.284 | 0.44 | 102 |
| met1 | 0.272 | 0.52 | 2669 |
| met4 | 0.00926 | 0.0041 | 0 |
| met3 | 0.0106 | 0.037 | 4 |
| li1 | - | - | 3067 |
==> kinds of logic (layout without fill, tap and decap cells) <==
family / count (synthesis) / after routing / synth area share
AND-OR/OR-AND: 217 / 217 / 0.286
adder cells (fa/ha/maj): 126 / 126 / 0.343
AND/OR/NAND/NOR: 148 / 148 / 0.143
multiplexers: 3 / 3 / 0.00597
buffers and inverters: 167 / 454 / 0.127
XOR/XNOR: 57 / 57 / 0.0944
==> stage by stage <==
stage	setup WS, ns	cell area (sq um)
floorplan	0.115	5450
global placement	-1.10	7840
detailed placement	-1.07	7840
CTS	-0.0798	8400
global route	-0.329	8860
finish	0.0206	8860
==> final cells by class <==
| cell class | count | area share |
|---|---|---|
| tap | 225 | 0.0318 |
| multi-input combinational | 551 | 0.622 |
| inverter | 142 | 0.0602 |
| timing repair buffer | 312 | 0.287 |
==> worst min-delay path: cells and delay by family <==
family,cells,cell delay [ns]
buffers and inverters,3,0.48
adders and majority gates,3,0.50
muxes,1,0.16
==> timing repair <==
action / 4_1_cts / 5_1_grt
pin swaps: 67 / 42
hold buffers: 0 / 0
cloned: 0 / 0
gates resized: 154 / 101
setup buffers: 23 / 15
setup endpoints to repair: 24 / 24
==> worst paths after layout <==
| path | from | endpoint | depth (start not counted) |
|---|---|---|---|
| worst max-delay path | colour_i1[16] | colour_out[21] | 30 |
| worst min-delay path | colour_i6[16] | colour_out[8] | 7 |
==> layout by cell type (no fill, tap or decap), types with 14 or more instances in the layout <==
master           instances
buf_4                  208
inv_1                  132
ha_1                    70
clkdlybuf4s50_1         49
fa_1                    37
a21oi_1                 35
nor2_1                  29
xnor2_1                 29
o21ai_0                 26
nand2_1                 22
clkbuf_2                18
buf_6                   17
xor2_1                  16
ha_4                    16
a21o_1                  15
o21a_1                  15
nand3_1                 14
